**design/flow/design.v**
```verilog
module nespc(
    input wire          SYSCLK
   ,input wire          M2
   ,input wire  [15:0]  CPU_A
   ,input wire   [7:0]  CPU_D
   ,input wire          CPU_RW
   ,output wire         IWRAM_nCE
   ,output wire         PPU_nCE
);
wire CPU_nRD = ~CPU_RW;
wire CPU_nWR =  CPU_RW;
reg HIDE_PPU = 1'b0;
reg MOVE_PPU = 1'b0;
reg ALIAS_20 = 1'b1;
reg ALIAS_00 = 1'b1;
reg EWRAM_20 = 1'b0;
reg EWRAM_00 = 1'b0;
assign IWRAM_nCE = EWRAM_00 ? 1'b1 : !(M2 && (ALIAS_00 ? (CPU_A[15:13] == 3'h0) : (CPU_A[15:11] == 5'h0)));
assign PPU_nCE = HIDE_PPU || !(M2 && (MOVE_PPU ? (CPU_A[15:3] == 13'b0100000000111) : (
                                      EWRAM_20 ? (CPU_A[15:3] == 13'b0011111111111) : (
                                      ALIAS_20 ? (CPU_A[15:13] == 3'h1) : (CPU_A[15:3] == 13'b0010000000000)))));
always @ (posedge M2) begin
    if(!CPU_nWR && (CPU_A[15:0] == 16'h402F)) begin
        HIDE_PPU <= CPU_D[6];
        ALIAS_20 <= CPU_D[5];
        ALIAS_00 <= CPU_D[4];
        MOVE_PPU <= CPU_D[2];
        EWRAM_20 <= CPU_D[1];
        EWRAM_00 <= CPU_D[0];
    end
end
endmodule
```
**design/flow/run.sh**
```bash
#!/bin/bash
# OpenROAD 26Q1-2900-gdf79404cd8, Yosys 0.63+post, stock flow scripts
make -C /OpenROAD-flow-scripts/flow DESIGN_CONFIG=/design/flow/config.mk WORK_HOME=/design/flow/orfs finish
```
**design/flow/config.mk**
```make
export PLATFORM = sky130hd
export DESIGN_NAME = nespc
export DESIGN_NICKNAME = nespc
export VERILOG_FILES = /design/flow/design.v
export SDC_FILE = /design/flow/constraint.sdc
export NUM_CORES = 4
export LEC_CHECK = 1
export CORE_AREA = 10 10 70 70
export DIE_AREA = 0 0 80 80
```
**design/flow/constraint.sdc**
```tcl
current_design nespc

set clk_period 2.4
set clk_io_pct 0.2

create_clock -name clk0 -period $clk_period [get_ports {M2}]

set non_clock_inputs [all_inputs -no_clocks]
set_input_delay [expr $clk_period * $clk_io_pct] -clock clk0 $non_clock_inputs
set_output_delay [expr $clk_period * $clk_io_pct] -clock clk0 [all_outputs]
```
==> summary.txt <==
yosys + openroad results -> status finished clean, MaxCap Viol Count 0, PortBufs 25, CP arrival 1.86 ns, Avg Inst Size Synth 11.78 um^2, Power Total between 300 and 400 uW, fraction of layout cells with a size suffix above 1 35.71%, fin. max-slew vios 0, number of cells in Yosys stat 29, Vias/cell 3.586, Die X about 80 um, Hold-fix buffers, CTS 0, Flops after synth 6, count of mapped cells out of synthesis 29, floorplan utilization between 10 and 15%, pin count of the biggest net entering global routing 7, EDFF count, synth 6, YS warnings 1, crit-path cells clkdlybuf4s50_1 > or3_1 > o31ai_4 > o311ai_2 > buf_2, initial antenna violation count 0, Inst Count DP around 110, vias in the first global route ~500, final worst-path cycle share 97.44%, FMAX 427.6 MHz, Chip Area, Yosys 341.6 um^2, Commonest flop edfxtp_1, Worst setup SP type input port, OpenROAD warning count 35, top cells by count 6 x edfxtp_1, 3 x nor4_1, setup TNS 0 ns, Congestion Overflow GR 0, critical path class input port to primary output, Top-area cell share 52.75%, core area 0.003416 mm^2, RePlAce Congestion ~0.85, Die Height around 80 um, Cell Type Count 18, # rows 21, CP startpoint CPU_A[3], Pre-antenna DRT Iters 2, Seq/Total Area, Yosys roughly 53%, CP max FO 4, VDD IR max around 220 uV, worst slew pin tran 0.3861 ns, total global-route track usage slightly above 4%, die area ~0.0064 mm^2, Hold Crit Class input port to flop, global-route wire length before repair 2.021 mm, WL/cell 11.41 um, CP max stage delay 0.48 ns, Post-synth area hogs edfxtp_1 53%, nor4_1 5.5%, nand4_1 3.7%, Vias ~420, synthesized cell area between 300 and 400 um^2, fillcell total about 370, RSZ-0062 raised after global routing false, Hold Path Origin CPU_D[6], Cell Count, Final, Fillers Out ~120, DR iter-0 viols 8, worst path required time about 1.9 ns, total wire length 1.323 mm, most frequent cell after synthesis edfxtp_1, P per Cell Area around 500 mW/mm^2, CTS tree done, clock edge transition at the registers on the reported setup and hold paths about 0.04 ns, antenna-violating nets left 0, post-CTS setup buffers 0, count of final setup violators 0, area grow syn2layout 136.3%, fin crit period ~2.3 ns, Worst Setup End Kind primary output, # diodes 0, leading area contributor after synthesis edfxtp_1, leakage power around 0.00027 uW, Final Hold Viols 0, Async SR Flop Fraction 0%, DRC Markers 0, # IOs 29, CP max stage cell clkdlybuf4s50_1, crit path to PPU_nCE, Max-slew headroom about three quarters
cells in the final DEF, fill, tap and decap left out, drive strengths merged, types with 2 or more instances in the layout:
cell and count:
clkdlybuf4s50 19, buf 9, clkbuf 8, edfxtp 6, nor4 4, dlygate4sd2 3
or3 3, nand4 2, nand3 2, dlymetal6s2s 2, nor3 2
logic make-up (layout without fill, tap and decap cells):
group	Yosys count	count (layout)	share of synthesized area, %
buffers and inverters	0	41	0
flip-flops	6	6	52.75
AND-OR/OR-AND	3	3	6.227
AND/OR/NAND/NOR	20	20	41.03
worst max-delay path, delay by kind of cell:
family | cells | cell delay (ns)
AND/OR/NAND/NOR | 1 | 0.37
AND-OR/OR-AND | 2 | 0.40
buffers and inverters | 2 | 0.61
repair_timing:
item	CTS	global route
endpoints found under the setup margin	6	3
resized	10	7
pin swaps	5	3
cloned	0	0
layout make-up:
type	count	area, um^2	share of cell area, %
tap	46	57.56	7.132
timing repair buffer	31	292.8	36.28
clock buffer	10	70.07	8.682
multi-input combinational	23	206.4	25.58
sequential	6	180.2	22.33
how the worst min path moves through the flow:
stage	slack, ns	cells past startpoint	end
after CTS	0.69	1	ALIAS_20
after global routing	0.68	1	HIDE_PPU
final	0.69	1	HIDE_PPU
report_power, final:
group          switching, uW  internal (uW)  leakage, uW
clock                   72.4            148    0.0000439
sequential          0.000655            116    0.0000539
combinational           16.4           42.8     0.000174
sequential cells by signal, indices dropped and copies added, names as in the netlist:
signal,flops
HIDE_PPU,1
EWRAM_20,1
ALIAS_00,1
EWRAM_00,1
ALIAS_20,1
MOVE_PPU,1
metrics by stage:
step / hold slack (ns) / utilization, % / worst slack (ns) / area (um^2)
2_1_floorplan: 0.5789 / - / 0.1601 / 341.6
3_3_place_gp: 1.044 / 20.77 / -0.3228 / 709.4
3_5_place_dp: 1.045 / 20.77 / -0.3496 / 709.4
4_1_cts: 0.6857 / 22.60 / 0.01581 / 772.0
5_1_grt: 0.6756 / 23.63 / 0.001577 / 807.0
6_report: 0.6860 / 23.63 / 0.06156 / 807.0
per-layer routing:
metal,global-route usage [%],wire (um),vias to the layer above
met2,4.013,456,25
met5,0,0,-
li1,-,-,207
met1,4.564,575,181
met3,5.000,266,3
met4,2.113,25,0
Power figures rest on the tool's default switching activity, not on a simulated workload.
